### ./run.sh
#!/bin/bash
# OpenROAD 26Q1-2900-gdf79404cd8, Yosys 0.63+post, stock flow scripts
make -C /OpenROAD-flow-scripts/flow DESIGN_CONFIG=/design/flow/config.mk WORK_HOME=/design/flow/orfs finish
### ./config.mk
export PLATFORM = sky130hd
export DESIGN_NAME = multiply_8bit
export DESIGN_NICKNAME = multiply_8bit
export VERILOG_FILES = /design/flow/design.v
export SDC_FILE = /design/flow/constraint.sdc
export NUM_CORES = 4
export LEC_CHECK = 1
export CORE_AREA = 10 10 75 75
export DIE_AREA = 0 0 85 85
### ./constraint.sdc
current_design multiply_8bit

set clk_period 4.3
set clk_io_pct 0.2

create_clock -name clk0 -period $clk_period

set non_clock_inputs [all_inputs -no_clocks]
set_input_delay [expr $clk_period * $clk_io_pct] -clock clk0 $non_clock_inputs
set_output_delay [expr $clk_period * $clk_io_pct] -clock clk0 [all_outputs]
### ./design.v
module adder_8bit (
input logic [7:0] a, b,
input logic cin,
output logic [7:0] s,
output logic cout
);
logic [6:0] p;
fulladder add0 (a[0],b[0],cin,s[0],p[0]); 
fulladder add1 (a[1],b[1],p[0],s[1],p[1]);
fulladder add2 (a[2],b[2],p[1],s[2],p[2]);
fulladder add3 (a[3],b[3],p[2],s[3],p[3]);
fulladder add4 (a[4],b[4],p[3],s[4],p[4]);
fulladder add5 (a[5],b[5],p[4],s[5],p[5]);
fulladder add6 (a[6],b[6],p[5],s[6],p[6]);
fulladder add7 (a[7],b[7],p[6],s[7],cout);
endmodule
module fulladder(input logic a, b, cin, output logic s, cout);
assign s = (a ^ b) ^ cin;
assign cout = (a & b) | ((a ^ b) & cin);
endmodule
module multiply_8bit(input logic [3:0] a, input logic [3:0] b, output logic [7:0] c, output logic cout);
logic[2:0] carrybit;
logic[7:0] out1, out2;
adder_8bit lines1and2 ({4'd0, {4{b[0]}}&a}, {3'd0, {4{b[1]}}&a, 1'd0}, 0, out1, carrybit[0]);
adder_8bit lines3and4 ({2'd0, {4{b[2]}}&a, 2'd0}, {{4{b[3]}}&a, 4'd0}, carrybit[0], out2, carrybit[1]);
adder_8bit result (out1, out2, carrybit[1], c[7:0], cout);
endmodule
==> flow_summary.yaml <==
# yosys + openroad results
timing:
  finalSetupViolations: 4
  tightest_slew_ns: 0.179
  hold_violations: 0
  finalWorstSetupSlack_ns: -0.491
  rsz0062_at_grt: "yes"
  fin_crit_ns: 4.79
  max_freq_mhz: 209
  slew_headroom_pct: 88.1
  period_used_pct: 111
  slew_viol_final: 0
layout:
  syn_to_final_growth_pct: 69.9
  seq_cells: 0
  drive_above_1_share_pct: 56.5
  n_clock_buffer: 0
  regArea_sq_um: 0
  nFillCells: 431
flow_run:
  maxCapViolCount: 0
  warnings: 35
placed_design:
  hpwl_um: 975
  place_ws_ns: -1.30
  place.gp.congestion: 0.806
  numPortBuffers: 17
yosys:
  largest_area_cell: "fa_1"
  ys_sh_simple_pct: 20.6
  ys_cells: 49
  ys_seq_share_pct: 0
  synth_xor_xnor_area_share_pct: 0
  synthTopCellsByCount: "and2_1 (12), ha_1 (9), inv_1 (9), buf_4 (8), fa_1 (7)"
  logic_family: "adder cells"
  ys_sh_mux_pct: 0
  ys.warnings.count: 1
  fa_ha_area_share_pct: 57.9
  netlist_instances: 49
  avgSynthCellArea_sq_um: 8.91
  yosys.area.top_type_share_pct: 32.1
  synthTopCellsByArea: "fa_1 (32%), ha_1 (26%), and2_1 (17%)"
  syn_area_sq_um: 437
  synth.distinct_cells: 6
  ys_area_sq_um: 437
  synth-compound-area-share_pct: 0
  top_cell: "and2_1"
setup_path:
  crit_path_top_delay_cell: "fa_2"
  crit_path_start_kind: "input port"
  path_max_fanout: 2
  cp.arrival_ns: 3.93
  path_cells: "buf_6 -> and2_4 -> ha_4 -> inv_2 -> fa_2 -> inv_2 -> ha_4 -> ha_4 -> ha_4 -> ha_4 -> fa_2 -> fa_2 -> fa_2 -> inv_2 -> fa_2 -> inv_2 -> ha_4 -> ha_4 -> buf_6"
  critPathMostFrequentCell: "ha_4"
  slowest_delay_ns: 0.35
  setup.worst_path.end_class: "primary output"
  worstSetupPathType: "input port to primary output"
  crit_required_ns: 3.44
grt:
  grt_pass1_wl_um: 1860
  grt_pass1_vias: 387
  grt_usage_pct: 2.97
  grt_overflow: 0
  grt_max_degree: 5
  grt_antenna_before_repair: 0
route:
  diodes: 0
  wirelength_um: 1040
  final_antenna_net_count: 0
  dr.pass1.iters: 2
  wl_per_cell_um: 9.26
  drt_iter0_drc: 5
  viasPerCell: 2.90
  num_vias: 325
  drc: 0
pwr:
  ir_worst_vdd_uv: 38.2
  power.leakage_nw: 0.312
  finalPower_mw: 0.0695
  cellPowerDensity_nw_per_um2: 93.6
floorplanning:
  fp.coreArea_sq_um: 4060
  die_h_um: 85
  dieArea_sq_um: 7230
  pin_count: 17
  die_w_um: 85
  row_count: 23
  core_util_floorplan_pct: 10.8
clock_tree:
  holdBufCountCts: 0
  cts_setup_buffers: 0
worst_hold_path:
  hold_class: "input port to primary output"
run_status:
  violations: "setup timing"
  status: "finished, violations left"
==> cell usage in the layout (no fill, tap or decap), types with 3 or more instances in the layout <==
cell	instances
buf_4	4
dlygate4sd2_1	5
fa_2	5
clkdlybuf4s50_1	3
inv_1	3
and2_1	10
nand2_1	3
buf_6	7
inv_2	6
ha_4	7
==> path summary, 6_finish.rpt <==
kind | start | to | slack (ns) | cells after the start
setup / recovery | a[2] | c[7] | -0.49 | 19
hold / removal | b[3] | cout | 2.30 | 5
==> power by group <==
group	switching, mW	leakage, nW	internal, mW
logic	0.0264	0.312	0.0431
registers	0	0	0
clock network	0	0	0
total	0.0264	0.312	0.0431
==> kinds of logic (layout without fill, tap and decap cells) <==
logic type | after synthesis | in the layout
adders and majority gates | 16 | 16
buffers and inverters | 17 | 30
and+or+nand+nor | 16 | 16
==> what timing repair did <==
item | 4_1_cts | 5_1_grt
setup endpoints to repair | 7 | 5
pin swaps | 17 | 9
resized | 50 | 4
==> through the flow <==
step / instance area [sq um] / cells / util (%) / hold WS (ns) / TNS, ns
floorplan: 509 / 49 / - / 2.07 / -0.845
global placement: 712 / 112 / 17.5 / 3.05 / -6.19
detailed placement: 712 / 112 / 17.5 / 3.07 / -6.07
CTS: 723 / 112 / 17.8 / 2.29 / -2.22
global route: 742 / 112 / 18.3 / 2.34 / -2.09
finish: 742 / 112 / 18.3 / 2.30 / -1.57
==> critical path, delay by kind of cell <==
| family | cells | cell delay, ns |
|---|---|---|
| adders and majority gates | 12 | 2.52 |
| buffers and inverters | 6 | 0.39 |
| and+or+nand+nor | 1 | 0.15 |
==> metal layers <==
metal	up-vias	global-route usage, %	part of all wire [%]
li1	165	-	-
met1	150	4.26	46
met2	10	4.70	44
met3	0	0.674	9.7
met4	0	0	0
met5	-	0	0
==> layout make-up <==
cell class / count / area, sq um / share of cell area [%]
multi-input combinational: 32 / 453 / 61.0
timing repair buffer: 21 / 193 / 26.0
tap: 50 / 62.6 / 8.43
inverter: 9 / 33.8 / 4.55
Power is estimated from default activity; no workload was simulated.
