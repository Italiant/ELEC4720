--- design/flow/run.sh ---
#!/bin/bash
# OpenROAD 26Q1-2900-gdf79404cd8, Yosys 0.63+post, stock flow scripts
make -C /OpenROAD-flow-scripts/flow DESIGN_CONFIG=/design/flow/config.mk WORK_HOME=/design/flow/orfs finish
--- design/flow/config.mk ---
export PLATFORM = sky130hd
export DESIGN_NAME = regfile
export DESIGN_NICKNAME = regfile
export VERILOG_FILES = /design/flow/design.v
export SDC_FILE = /design/flow/constraint.sdc
export NUM_CORES = 4
export LEC_CHECK = 1
export CORE_UTILIZATION = 40
--- design/flow/constraint.sdc ---
current_design regfile

set clk_period 3.0
set clk_io_pct 0.2

create_clock -name clk0 -period $clk_period [get_ports {clk}]

set non_clock_inputs [all_inputs -no_clocks]
set_input_delay [expr $clk_period * $clk_io_pct] -clock clk0 $non_clock_inputs
set_output_delay [expr $clk_period * $clk_io_pct] -clock clk0 [all_outputs]
--- design/flow/design.v ---
module LectureCodes (
  input logic [17:0] SW,
  input logic [3:0] KEY,
  input logic CLOCK_27,
  input logic CLOCK_50,
  output logic [17:0] LEDR,
  output logic [8:0] LEDG,
  output logic [6:0] HEX0,HEX1,HEX2,HEX3,HEX4,HEX5,HEX6,HEX7
);
  logic [31:0] q, inp, oup;
  logic clock;
  assign inp = {16'd0, SW[15:0]};
  assign {LEDR, LEDG[7:0]} = oup[25:0];
  assign clock = CLOCK_50;      
  cpu mycpu(clock,inp,oup);
endmodule
module counter32 (
  input logic clk,
  output logic [31:0] q
);
  always_ff @(posedge clk)
    q <= q+1;
endmodule	 
module cpu (
  input logic  clk,
  input logic  [31:0] inport,
  output logic [31:0] outport
);
  logic pc_carry, p, we, f, branch, jump, oe, im, must_jump;
  logic [4:0]  pc, pc_plus_one, pc_next, ra1, ra2, wa, jta, shamt;
  logic [34:0] instruction;
  logic [2:0] F;
  logic [31:0] rd1, rd2, wd, operand_b, result, addsubout, shfout, Const;
  always_ff @(posedge clk) begin
    pc <= pc_next;
	 if(oe) outport <= rd1;
  end	 
  ROM #(5,35) myrom(pc,instruction);
  assign {pc_carry, pc_plus_one} = pc + 1;
  assign ra1 = instruction[4:0];
  assign ra2 = instruction[9:5];
  assign wa = instruction[14:10];
  assign jta = instruction[32:28];
  assign shamt = instruction[19:15];
  assign F = instruction[22:20];
  assign im = instruction[34];
  assign oe = instruction[26];
  assign p = instruction[25];
  assign jump = instruction[33];
  assign branch = instruction[27];
  assign f = instruction[24];
  assign we = instruction[23];
  assign Const = {16'd0, F[1], jta, shamt, ra2};
  assign pc_next = must_jump? jta : pc_plus_one;
  assign must_jump = jump | (branch & (rd1 == 32'd0));
  regfile myreg(clk, we, ra1, ra2, wa, wd, rd1, rd2);
  assign wd = p? result : inport;
  assign result = f? addsubout : shfout;
  assign operand_b = im? Const : rd2;
  addsub arith(rd1,operand_b,F[0],addsubout);
  shifter myshf(rd1,rd2,shamt,F,shfout);
endmodule  
module regfile(
  input logic clk, WE,
  input logic [3:0] RA1, RA2, RA3, WA,
  input logic [15:0] WD,
  output logic [15:0] RD1, RD2, RD3
);
  logic [15:0] rf[15:0];
  always_ff @(posedge clk)
    if (WE) rf[WA] <= WD;
  assign RD1 = rf[RA1];
  assign RD2 = rf[RA2];
  assign RD3 = rf[RA3];
  initial begin
	rf[0] = 16'b0101010101010101;
	rf[1] = 16'b0011001100110011;
	rf[2] = 16'b0001000100010001;
	rf[3] = 16'b1100110011001100;
  end
endmodule
module addsub (
  input logic [31:0] a,b,
  input logic s,
  output logic [31:0] c
);
  logic cout;
  logic [31:0] d;
  assign d = s? ~b : b;
  assign {cout,c} = a+d+s;
endmodule  
module core_shiftter(
  input logic [31:0] a,
  input logic [4:0] sh,
  input logic [2:0] F,
  output logic [31:0] y
);
  logic [31:0] yl, yh, ya, ym;
  assign yl = a << sh;
  assign yr = a >> sh;
  assign ya = $signed(a) >>> sh;
  assign ym = F[0]? yr : yl;
  assign y = F[1]? ya : ym;
endmodule
==> results.sh <==
# implementation run metrics
export IMPL_cells_along_the_critical_path="buf_4, buf_12, buf_12, mux4_2, a22oi_1, nand2_1, clkdlybuf4s50_1"
export IMPL_postCtsHoldBufs=0
export IMPL_reg_largest_list="rf (256)"
export IMPL_drv_slew=0
export IMPL_timing_critical_path_from_type="primary input"
export IMPL_design_portCount=82
export IMPL_cp_buffers_inverters=4
export IMPL_totalPowerFinal_uw=8570
export IMPL_ys_chip_area_sq_um=13600
export IMPL_cell_internal_pwr_uw=6700
export IMPL_drtIter0Drc=593
export IMPL_cell_area_after_synthesis_sq_um=13600
export IMPL_seqPwrFrac_pct=47.3
export IMPL_timing_critical_path_arrival_ns=2.32
export IMPL_final_min_clock_period_ns=2.92
export IMPL_first_pass_iters=5
export IMPL_die_x_microns=186
export IMPL_core_sq_um=33400
export IMPL_power_net_switching_uw=1880
export IMPL_min_period_over_period_pct=97.5
export IMPL_power_switching_share_pct=21.9
export IMPL_maxClockFrequency_mhz=342
export IMPL_slew_headroom_pct=61.7
export IMPL_clock_root_buffer_master="sky130_fd_sc_hd__clkbuf_16"
export IMPL_antenna_violations_before_repair=0
export IMPL_critical_path_peak_fanout=10
export IMPL_ys_flops=256
export IMPL_critical_path_required_ns=2.40
export IMPL_critical_path_top_cell_by_count="sky130_fd_sc_hd__buf_12"
export IMPL_yosys_warnings=1
export IMPL_power_per_cell_area_nw_per_um2=511
export IMPL_layout_area_comb_sq_um=5660
export IMPL_synth_yosys_seq_area_share_pct=56.6
export IMPL_synth_lib_cells_used_distinct=18
export IMPL_layout_drive_gt1_share_pct=39.5
export IMPL_final_cells=1308
export IMPL_dieHeight_microns=186
export IMPL_num_vias=8335
export IMPL_cap_viol_max_count=0
export IMPL_min_path_type="in -> reg"
export IMPL_chip_area_sq_um=34700
export IMPL_drcViolationCount=0
export IMPL_largest_register="rf"
export IMPL_grt_ovfl_total=0
export IMPL_nFillCells=2547
export IMPL_ys_top_cells_by_area="sky130_fd_sc_hd__edfxtp_1, sky130_fd_sc_hd__mux4_2, sky130_fd_sc_hd__mux4_1, sky130_fd_sc_hd__a22oi_1, sky130_fd_sc_hd__nand2_1"
export IMPL_cts_inserted_buffers=27
export IMPL_grt_pass1_wl_microns=57500
export IMPL_yosys_most_used_dff="sky130_fd_sc_hd__edfxtp_1"
export IMPL_ys_async_sr_fraction_pct=0
export IMPL_timing_worst_slew_pin_value_ns=0.572
export IMPL_core_util_floorplan_pct=40.6
export IMPL_vdd_ir_drop_max_mv=0.341
export IMPL_cts_sink_count=256
export IMPL_routed_wire_length_per_instance_microns=29.9
export IMPL_synthesis_instances=690
export IMPL_synth_top_cell_area_share_pct=56.6
export IMPL_h_tree_depth=1
export IMPL_syn_area_per_cell_sq_um=19.7
export IMPL_report_final_setup_viol=0
export IMPL_clock_tree_buffer_depth=3
export IMPL_yosys_top_cells_count="sky130_fd_sc_hd__edfxtp_1, sky130_fd_sc_hd__mux4_2, sky130_fd_sc_hd__a22oi_1, sky130_fd_sc_hd__nand2_1, sky130_fd_sc_hd__mux4_1"
export IMPL_edf_count=256
export IMPL_hpwlAfterDp_microns=24600
export IMPL_synthDominantAreaCellType="sky130_fd_sc_hd__edfxtp_1"
export IMPL_number_of_global_route_vias_before_repair=9562
export IMPL_share_of_synthesized_cell_area_in_full_adder_half_adder_and_majority_cells_pct=0
export IMPL_critPathTopFamily="buffers and inverters"
export IMPL_relative_area_change_from_synthesis_to_final_layout_pct=23.6
export IMPL_timing_final_hold_violations=0
export IMPL_post_synth_ao_oa_area_fraction_pct=5.30
export IMPL_cpMaxStageDelayCell="sky130_fd_sc_hd__mux4_2"
export IMPL_placed_cells_incl_taps=1234
export IMPL_leakage_uw=0.00559
export IMPL_worst_path_largest_cell_delay_ns=0.51
export IMPL_cts_tree="built"
export IMPL_synth_yosys_num_cells=690
export IMPL_crit_path_end_kind="primary output"
export IMPL_logic_family="multiplexers"
export IMPL_grtUsageTotal_pct=24.9
export IMPL_outcome="complete, no violations"
export IMPL_via_per_inst=6.37
export IMPL_power_share_combinational_pct=13.3
export IMPL_port_buffer_count=81
export IMPL_xor_and_xnor_fraction_of_the_mapped_netlist_area_pct=0
export IMPL_gp_routability_congestion=0.873
export IMPL_yosys_cell_count_top_type="sky130_fd_sc_hd__edfxtp_1"
export IMPL_largest_register_ff_count=256
export IMPL_clkPwrFrac_pct=39.4
export IMPL_drt_total_wl_microns=39100
export IMPL_drtAntennaViolNets=0
export IMPL_flop_area_sq_um=7690
export IMPL_rows=67
export IMPL_simple_gate_share_pct=2.63
export IMPL_worst_setup_hold_path_clk_slew_ns=0.06
export IMPL_ys_sh_mux_pct=32.8
export IMPL_grt_start_max_net_pins=41
export IMPL_setup_worst_path_class="in -> out"
export IMPL_warning_count=25
==> layout by cell type (no fill, tap or decap), types with 2 or more instances in the layout <==
cell / count
sky130_fd_sc_hd__dlymetal6s2s_1: 3
sky130_fd_sc_hd__nand2b_1: 2
sky130_fd_sc_hd__nor2b_2: 2
sky130_fd_sc_hd__buf_6: 5
sky130_fd_sc_hd__a22oi_2: 6
sky130_fd_sc_hd__clkinv_2: 6
sky130_fd_sc_hd__mux4_1: 34
sky130_fd_sc_hd__nand2_1: 48
sky130_fd_sc_hd__nand3b_1: 2
sky130_fd_sc_hd__buf_12: 32
sky130_fd_sc_hd__edfxtp_1: 256
sky130_fd_sc_hd__clkbuf_1: 2
sky130_fd_sc_hd__mux4_2: 158
sky130_fd_sc_hd__buf_4: 69
sky130_fd_sc_hd__clkbuf_16: 27
sky130_fd_sc_hd__clkinv_1: 8
sky130_fd_sc_hd__a22oi_1: 90
sky130_fd_sc_hd__and2_1: 2
sky130_fd_sc_hd__bufinv_16: 5
sky130_fd_sc_hd__clkdlybuf4s50_1: 72
sky130_fd_sc_hd__nor2_2: 15
sky130_fd_sc_hd__nor3_2: 4
sky130_fd_sc_hd__buf_2: 3
sky130_fd_sc_hd__nor2b_4: 4
==> layout make-up <==
| cell class | count | share of cell area [%] |
|---|---|---|
| Timing Repair Buffer | 184 | 11.8 |
| Tap cell | 448 | 3.34 |
| Clock buffer | 29 | 4.07 |
| Antenna cell | 1 | 0.0149 |
| Multi-Input combinational cell | 371 | 33.7 |
| Clock inverter | 19 | 1.25 |
| Sequential cell | 256 | 45.8 |
==> repair_timing <==
action                                 4_1_cts  5_1_grt
pin swaps                                    0        1
setup endpoints to repair                    1       29
setup buffers                                0       25
gates resized                                1       20
endpoints found under the hold margin        0        0
==> per-layer routing <==
layer	vias up	GRT usage [%]	part of all wire (%)
met4	2	6.04	2.9
li1	3409	-	-
met1	4121	29.1	32
met3	96	21.0	19
met2	707	35.7	46
met5	-	1.24	0.059
==> cells by family after synthesis <==
kind of cell / Yosys count
DFF: 256
muxes: 192
AOI/OAI and AO/OA: 96
and+or+nand+nor: 83
buffers and inverters: 63
==> power groups by stage <==
stage                 registers [uW]  logic (uW)  clock network, uW
final                           4060        1140               3380
after global routing            4060        1210               3560
after CTS                       4060        1100               3420
==> worst paths after layout <==
check,from,to,slack (ns),depth (start not counted)
setup / recovery,RA2[0],RD2[14],0.08,7
hold / removal,WD[12],rf[4][12],0.98,1
==> per-stage QoR <==
stage	cell area [sq um]	utilization (%)	setup TNS (ns)	hold slack [ns]	setup WS [ns]
global placement	15600	46.7	0	1.49	0.0228
finish	16800	50.2	0	0.976	0.0760
CTS	16500	49.3	0	0.959	0.00670
global route	16800	50.2	-0.00309	0.988	-0.00309
floorplan	13600	-	0	0.699	0.345
detailed placement	15600	46.7	0	1.51	0.0116
Power and IR drop assume default switching activity.
