==> ./design.v <==
module fullAdder (
	input logic a, b, cin,
	output logic s, cout
);
	logic g;
	logic p;
	assign g = a & b;
	assign p = a ^ b;
	assign s = p ^ cin;
	assign cout = g | (p & cin);
endmodule
module adder4Bit (
	input logic [3:0] a, b,
	input logic cin,
	output logic [3:0] s,
	output logic cout
);
logic [2:0] p;
	fullAdder add0 (a[0],b[0],cin,s[0],p[0]);
	fullAdder add1 (a[1],b[1],p[0],s[1],p[1]);
	fullAdder add2 (a[2],b[2],p[1],s[2],p[2]);
	fullAdder add3 (a[3],b[3],p[2],s[3],cout);
endmodule
module adder8Bit (
	input logic [7:0] a, b,
	input logic cin,
	output logic [7:0] s,
	output logic cout
);
logic [6:0] p;
	fullAdder add8_0 (a[0],b[0],cin,s[0],p[0]);
	fullAdder add8_1 (a[1],b[1],p[0],s[1],p[1]);
	fullAdder add8_2 (a[2],b[2],p[1],s[2],p[2]);
	fullAdder add8_3 (a[3],b[3],p[2],s[3],p[3]);
	fullAdder add8_4 (a[4],b[4],p[3],s[4],p[4]);
	fullAdder add8_5 (a[5],b[5],p[4],s[5],p[5]);
	fullAdder add8_6 (a[6],b[6],p[5],s[6],p[6]);
	fullAdder add8_7 (a[7],b[7],p[6],s[7],cout);
endmodule
module adder16Bit (
	input logic [15:0] a,b,
	input logic cin,
	output logic [15:0] s,
	output logic cout
	);
	logic p;
	adder8Bit adder8_0 (a[7:0],b[7:0],cin,s[7:0],p);
	adder8Bit adder8_1 (a[15:8],b[15:8],p,s[15:8],cout);
endmodule
module multiplier_8_bit (
	input logic [7:0] a,b,
	output logic [15:0] s
	);
	logic [15:0] in0, in1, in2, in3, in4, in5, in6, in7, p0, p1, p2, p3, q0, q1;
	multiplier_inputs_8_bit inputs (a,b,in0,in1,in2,in3,in4,in5,in6,in7);
	logic cin;
	assign cin = 0;
	logic [6:0] cout;
	adder16Bit add0 (in0,in1,cin,p0,cout[0]);
	adder16Bit add1 (in2,in3,cin,p1,cout[1]);
	adder16Bit add2 (in4,in5,cin,p2,cout[2]);
	adder16Bit add3 (in6,in7,cin,p3,cout[3]);
	adder16Bit add4 (p0,p1,cin,q0,cout[4]);
	adder16Bit add5 (p2,p3,cin,q1,cout[5]);
	adder16Bit add6 (q0,q1,cin,s,cout[6]);
endmodule
module multiplier_inputs_8_bit(
		input logic [7:0] a,b,
		output logic [15:0] in0,in1,in2,in3,in4,in5,in6,in7
		);
	 logic [7:0] p0,p1,p2,p3,p4,p5,p6,p7;
	 assign p0 = a & {8{b[0]}};
	 assign p1 = a & {8{b[1]}};
	 assign p2 = a & {8{b[2]}};
	 assign p3 = a & {8{b[3]}};
	 assign p4 = a & {8{b[4]}};
	 assign p5 = a & {8{b[5]}};
	 assign p6 = a & {8{b[6]}};
	 assign p7 = a & {8{b[7]}};
	 assign in0 = {8'd0, p0};
	 assign in1 = {7'd0, p1, 1'd0};
	 assign in2 = {6'd0, p2, 2'd0};
	 assign in3 = {5'd0, p3, 3'd0};
	 assign in4 = {4'd0, p4, 4'd0};
	 assign in5 = {3'd0, p5, 5'd0};
	 assign in6 = {2'd0, p6, 6'd0};
	 assign in7 = {1'd0, p7, 7'd0};
endmodule
==> ./run.sh <==
#!/bin/bash
# OpenROAD 26Q1-2900-gdf79404cd8, Yosys 0.63+post, stock flow scripts
make -C /OpenROAD-flow-scripts/flow DESIGN_CONFIG=/design/flow/config.mk WORK_HOME=/design/flow/orfs finish
==> ./config.mk <==
export PLATFORM = sky130hd
export DESIGN_NAME = multiplier_8_bit
export DESIGN_NICKNAME = multiplier_8_bit
export VERILOG_FILES = /design/flow/design.v
export SDC_FILE = /design/flow/constraint.sdc
export NUM_CORES = 4
export LEC_CHECK = 1
export CORE_AREA = 10 10 114 114
export DIE_AREA = 0 0 124 124
==> ./constraint.sdc <==
current_design multiplier_8_bit

set clk_period 15.5
set clk_io_pct 0.2

create_clock -name clk0 -period $clk_period

set non_clock_inputs [all_inputs -no_clocks]
set_input_delay [expr $clk_period * $clk_io_pct] -clock clk0 $non_clock_inputs
set_output_delay [expr $clk_period * $clk_io_pct] -clock clk0 [all_outputs]
==> flow_summary.html <==
<h3>Run summary</h3>
<table>
<tr><th>Metric</th><th>Value</th></tr>
<tr><th colspan="2">Pwr</th></tr>
<tr><td>Switching part of the total power</td><td>about two fifths</td></tr>
<tr><td>Cell internal pwr</td><td>roughly 0.000098 W</td></tr>
<tr><td>Static power due to leakage</td><td>0.881 nW</td></tr>
<tr><td>Worst vdd ir</td><td>between 0.02 and 0.025 mV</td></tr>
<tr><td>Pwr/cell area</td><td>between 70 and 80 nW/um2</td></tr>
<tr><td>Share of total power in the clock network</td><td>0%</td></tr>
<tr><td>Portion of total power attributed to combinational logic</td><td>100.0%</td></tr>
<tr><td>Sequential fraction of design power</td><td>0%</td></tr>
<tr><td>Net switching power figure</td><td>0.0000623 W</td></tr>
<tr><th colspan="2">Finish</th></tr>
<tr><td>Clock buffer count</td><td>0</td></tr>
<tr><td>Share of post-route cells with drive strength above 1</td><td>0%</td></tr>
<tr><td>Final instance area</td><td>around 2100 um2</td></tr>
<tr><td>Top cells excl fill/tap</td><td>fa_1 (48), nand2_1 (42), inv_1 (32), clkdlybuf4s50_1 (32), and2_1 (22)</td></tr>
<tr><td>Area added between synthesis and finish</td><td>20.6%</td></tr>
<tr><td>Top cell excl fill/tap</td><td>fa_1</td></tr>
<tr><td>Flip-flop and latch count</td><td>0</td></tr>
<tr><td>Number of inserted filler cells in the final layout</td><td>roughly 1100</td></tr>
<tr><td>Total area of sequential cells</td><td>0 um2</td></tr>
<tr><td>Area taken by multi-input logic gates</td><td>1440 um2</td></tr>
<tr><th colspan="2">Run</th></tr>
<tr><td>Max-capacitance violation count</td><td>0</td></tr>
<tr><td>OpenROAD warnings</td><td>34</td></tr>
<tr><th colspan="2">Clocking</th></tr>
<tr><td>Number of buffers inserted for hold repair after clock tree synthesis</td><td>0</td></tr>
<tr><td># resized after CTS</td><td>0</td></tr>
<tr><td>Buffers inserted during post-CTS setup optimization</td><td>0</td></tr>
<tr><th colspan="2">Worst setup path</th></tr>
<tr><td>Kind of critical path</td><td>in -&gt; out</td></tr>
<tr><td>Cell with the biggest individual delay on the critical path</td><td>clkdlybuf4s50_1</td></tr>
<tr><td>Required time reported for the critical path endpoint</td><td>approximately 12000 ps</td></tr>
<tr><td>Startpoint type of the worst setup path</td><td>input pin</td></tr>
<tr><td>Most prevalent standard cell on the critical path</td><td>fa_1</td></tr>
<tr><td>Cell family contributing the most delay on the critical path</td><td>adder cells</td></tr>
<tr><td>CP max FO</td><td>8</td></tr>
<tr><td>Capturing element type of the critical path</td><td>output pin</td></tr>
<tr><td>Crit path cell chain</td><td>clkdlybuf4s50_1 -&gt; and2_1 -&gt; ha_1 -&gt; inv_1 -&gt; fa_1 -&gt; fa_1 -&gt; fa_1 -&gt; fa_1 -&gt; fa_1 -&gt; fa_1 -&gt; fa_1 -&gt; fa_1 -&gt; fa_1 -&gt; inv_1 -&gt; fa_1 -&gt; fa_1 -&gt; fa_1 -&gt; fa_1 -&gt; ha_1 -&gt; ha_1 -&gt; xor2_1 -&gt; clkdlybuf4s50_1</td></tr>
<tr><td>Buffers and inverters on the worst path</td><td>4</td></tr>
<tr><td>Crit path arrival time</td><td>about 11000 ps</td></tr>
<tr><td>Largest stage delay, worst path</td><td>around 640 ps</td></tr>
<tr><th colspan="2">Global routing</th></tr>
<tr><td>GRT Residual Overflow</td><td>0</td></tr>
<tr><td>Vias in the first global route</td><td>about 1300</td></tr>
<tr><td>Pin count of the biggest net entering global routing</td><td>9</td></tr>
<tr><td>Global-route wire length before repair</td><td>approximately 6.2 mm</td></tr>
<tr><td>Antenna violations before repair</td><td>0</td></tr>
<tr><td>Total global routing track utilization</td><td>5.00%</td></tr>
<tr><th colspan="2">Yosys</th></tr>
<tr><td>Top cell type's share of synthesized area</td><td>between 50 and 60%</td></tr>
<tr><td>Syn_area_per_cell</td><td>around 9.5 um2</td></tr>
<tr><td>Top cells by area, synth</td><td>fa_1 (57%), ha_1 (10%), nand2_1 (9.3%)</td></tr>
<tr><td>Yosys synthesis chip area</td><td>between 1500 and 2000 um2</td></tr>
<tr><td>Synth cell types</td><td>8</td></tr>
<tr><td>Dominant kind of combinational cell</td><td>adder cells</td></tr>
<tr><td>Number of warnings printed during yosys synthesis</td><td>0</td></tr>
<tr><td>Post-synthesis cell count from yosys</td><td>between 150 and 200</td></tr>
<tr><td>Post-synthesis instance total</td><td>around 180</td></tr>
<tr><td>Fraction of the mapped netlist area in compound gates</td><td>0%</td></tr>
<tr><td>Library cell with the largest summed area after synthesis</td><td>fa_1</td></tr>
<tr><td>Multiplexer fraction of the synthesized cell area</td><td>0%</td></tr>
<tr><td>Sequential cell area fraction in the yosys report</td><td>0%</td></tr>
<tr><td>Cell area after synthesis</td><td>roughly 1700 um2</td></tr>
<tr><td>Area fraction in full adders, half adders and majority gates</td><td>between 60% and 70%</td></tr>
<tr><td>Synthesized-area fraction occupied by xor and xnor cells</td><td>less than 1%</td></tr>
<tr><td>Area fraction in and, or, nand and nor cells</td><td>~17%</td></tr>
<tr><th colspan="2">STA</th></tr>
<tr><td>Worst hold margin</td><td>7370 ps</td></tr>
<tr><td>Minimum clock period</td><td>13600 ps</td></tr>
<tr><td>Final Hold Vio Count</td><td>0</td></tr>
<tr><td>Final number of max-transition violations</td><td>0</td></tr>
<tr><td>Unrepaired setup endpoints after global routing</td><td>no</td></tr>
<tr><td>Final setup violation count</td><td>0</td></tr>
<tr><td>Achievable clock frequency</td><td>73.6 MHz</td></tr>
<tr><td>Final sum of negative setup slack</td><td>0 ps</td></tr>
<tr><td>Least-Margin Pin Slew</td><td>350 ps</td></tr>
<tr><td>Remaining max-slew budget at the tightest pin</td><td>76.6%</td></tr>
<tr><td>Cycle use final</td><td>between 80% and 90%</td></tr>
<tr><th colspan="2">Floorplan</th></tr>
<tr><td>Die W</td><td>roughly 120 um</td></tr>
<tr><td>Initial standard-cell utilization of the core</td><td>roughly 16%</td></tr>
<tr><td>Num rows</td><td>37</td></tr>
<tr><td>Area of the core</td><td>roughly 10000 um2</td></tr>
<tr><td>Height of the die</td><td>around 120 um</td></tr>
<tr><td>I/O pin cnt</td><td>32</td></tr>
<tr><td>Die Footprint</td><td>approximately 15000 um2</td></tr>
<tr><th colspan="2">Placed design</th></tr>
<tr><td>Dpl hpwl</td><td>3.27 mm</td></tr>
<tr><td>Dpl cell area</td><td>approximately 2100 um2</td></tr>
<tr><td>Global placement routability congestion</td><td>just over 0.8</td></tr>
<tr><td>Buffers added on ports</td><td>32</td></tr>
<tr><th colspan="2">Hold path</th></tr>
<tr><td>Hold Path Class</td><td>in -&gt; out</td></tr>
<tr><th colspan="2">Status</th></tr>
<tr><td>Run status</td><td>complete, no violations</td></tr>
<tr><th colspan="2">Routing</th></tr>
<tr><td>Wire length reported by the detailed router</td><td>between 3 and 4 mm</td></tr>
<tr><td>Drt via density</td><td>between 3 and 4</td></tr>
<tr><td>Total number of vias</td><td>1100</td></tr>
<tr><td>Wire length per cell after detailed routing</td><td>around 10 um</td></tr>
<tr><td>DRT antenna net count</td><td>0</td></tr>
<tr><td>DRC violation count after routing</td><td>0</td></tr>
<tr><td>Total inserted antenna cells</td><td>0</td></tr>
<tr><td>Number of detailed-routing iterations run before antenna repair</td><td>4</td></tr>
<tr><td>Initial DRC Count</td><td>33</td></tr>
</table>
==> metrics by stage <==
stage	setup slack [ps]	power (W)	utilization, %	std cells
after floorplan	3080	0.000107	-	179
after global placement	1820	0.000174	19.7	327
after detailed placement	1830	0.000175	19.7	327
after CTS	1820	0.000175	19.7	327
after global routing	1520	0.000192	19.7	327
final	1900	0.000160	19.7	327
==> kinds of logic after synthesis <==
family / Yosys count
adders and majority gates: 62
and+or+nand+nor: 64
buffers and inverters: 52
xor gates and xnor gates: 1
==> layout make-up <==
| cell class | instances | area share, % |
|---|---|---|
| Timing Repair Buffer | 32 | 15.6 |
| Inverter | 32 | 5.86 |
| Tap cell | 136 | 8.30 |
| Multi-Input combinational cell | 127 | 70.2 |
==> worst paths after layout <==
check,start,endpoint,slack [ps],cells past startpoint
worst max-delay path,b[0],s[15],1900,22
worst min-delay path,b[0],s[0],7370,3
==> cell usage after synthesis (all sizes together) <==
cell,n
fa,48
xor2,1
buf,20
nand2,42
inv,32
and2,22
ha,14
==> tightest hold or removal path: stages <==
cell and delay (ps):
clkdlybuf4s50_1 560, and2_1 210, clkdlybuf4s50_1 400
==> layer usage <==
layer,track usage [%],routed length (um),vias to the layer above
li1,-,-,522
met1,6.75,1620,556
met2,8.71,1660,22
met3,1.01,132,0
met4,0,0,0
met5,0,0,-
==> power by group through the flow <==
stage / Sequential [W] / Combinational [W] / Clock (W)
after CTS: 0 / 0.000175 / 0
after global routing: 0 / 0.000192 / 0
final: 0 / 0.000160 / 0
Power is estimated from default activity; no workload was simulated.
